==> design.v <==
`timescale 1ns/1ps
module fully_connected #(
    parameter INPUT_SIZE = 120,
    parameter OUTPUT_SIZE = 10,
    parameter FIXED_POINT_FRACTIONAL_BITS = 8
)(
    input wire clk,
    input wire reset,
    input wire enable,
    input wire signed [15:0] input_data,
    output reg [$clog2(INPUT_SIZE)-1:0] input_addr,
    input wire input_valid,
    output reg signed [15:0] output_data,
    output reg [$clog2(OUTPUT_SIZE)-1:0] output_addr,
    output reg output_valid,
    output reg fc_done
);
    reg signed [15:0] weights [0:INPUT_SIZE*OUTPUT_SIZE-1];
    reg signed [15:0] biases [0:OUTPUT_SIZE-1];
    reg [2:0] state;
    parameter IDLE = 3'd0;
    parameter INIT_WEIGHTS = 3'd1;
    parameter LOAD_INPUT = 3'd2;
    parameter COMPUTE = 3'd3;
    parameter STORE_RESULT = 3'd4;
    parameter DONE = 3'd5;
    reg [$clog2(INPUT_SIZE)-1:0] input_cnt;
    reg [$clog2(OUTPUT_SIZE)-1:0] output_cnt;
    reg [$clog2(INPUT_SIZE*OUTPUT_SIZE)-1:0] weight_addr;
    reg signed [31:0] accumulator;
    reg signed [15:0] input_buffer;
    reg [$clog2(INPUT_SIZE*OUTPUT_SIZE):0] init_counter;
    reg bias_init;
    function automatic integer get_weight_index;
        input integer in_idx, out_idx;
        begin
            get_weight_index = in_idx + out_idx * INPUT_SIZE;
        end
    endfunction
    always @(posedge clk or posedge reset) begin
        if (reset) begin
            state <= INIT_WEIGHTS;
            fc_done <= 0;
            output_valid <= 0;
            input_cnt <= 0;
            output_cnt <= 0;
            weight_addr <= 0;
            accumulator <= 0;
            input_addr <= 0;
            output_addr <= 0;
            init_counter <= 0;
            bias_init <= 0;
        end else begin
            case (state)
                INIT_WEIGHTS: begin
                    if (!bias_init) begin
                        if (init_counter < OUTPUT_SIZE) begin
                            biases[init_counter] <= $random;
                            init_counter <= init_counter + 1;
                        end else begin
                            bias_init <= 1;
                            init_counter <= 0;
                        end
                    end else begin
                        if (init_counter < INPUT_SIZE * OUTPUT_SIZE) begin
                            weights[init_counter] <= $random;
                            init_counter <= init_counter + 1;
                        end else begin
                            state <= IDLE;
                            init_counter <= 0;
                        end
                    end
                end
                IDLE: begin
                    if (enable) begin
                        state <= LOAD_INPUT;
                        output_valid <= 0;
                    end
                end
                LOAD_INPUT: begin
                    input_addr <= input_cnt;
                    if (input_valid) begin
                        input_buffer <= input_data;
                        state <= COMPUTE;
                    end
                end
                COMPUTE: begin
                    weight_addr <= get_weight_index(input_cnt, output_cnt);
                    if (input_cnt == 0) begin
                        accumulator <= {biases[output_cnt], {FIXED_POINT_FRACTIONAL_BITS{1'b0}}};
                    end
                    accumulator <= accumulator + 
                        ((input_buffer * weights[weight_addr]) >>> FIXED_POINT_FRACTIONAL_BITS);
                    if (input_cnt == INPUT_SIZE - 1) begin
                        input_cnt <= 0;
                        state <= STORE_RESULT;
                    end else begin
                        input_cnt <= input_cnt + 1;
                        state <= LOAD_INPUT;
                    end
                end
                STORE_RESULT: begin
                    output_data <= (accumulator > 32767) ? 16'h7FFF :
                                 (accumulator < -32768) ? 16'h8000 :
                                 accumulator[15:0];
                    output_addr <= output_cnt;
                    output_valid <= 1;
                    accumulator <= 0;
                    if (output_cnt == OUTPUT_SIZE - 1) begin
                        output_cnt <= 0;
                        state <= DONE;
                    end else begin
                        output_cnt <= output_cnt + 1;
                        state <= LOAD_INPUT;
                    end
                end
                DONE: begin
                    fc_done <= 1;
                    output_valid <= 0;
                    state <= IDLE;
                end
                default: state <= IDLE;
            endcase
        end
    end
endmodule
==> run.sh <==
#!/bin/bash
# OpenROAD 26Q1-2900-gdf79404cd8, Yosys 0.63+post, stock flow scripts
make -C /OpenROAD-flow-scripts/flow DESIGN_CONFIG=/design/flow/config.mk WORK_HOME=/design/flow/orfs finish
==> constraint.sdc <==
current_design fully_connected

set clk_period 2.2
set clk_io_pct 0.2

create_clock -name clk0 -period $clk_period [get_ports {clk}]

set non_clock_inputs [all_inputs -no_clocks]
set_input_delay [expr $clk_period * $clk_io_pct] -clock clk0 $non_clock_inputs
set_output_delay [expr $clk_period * $clk_io_pct] -clock clk0 [all_outputs]
==> config.mk <==
export PLATFORM = sky130hd
export DESIGN_NAME = fully_connected
export DESIGN_NICKNAME = fully_connected
export VERILOG_FILES = /design/flow/design.v
export SDC_FILE = /design/flow/constraint.sdc
export NUM_CORES = 4
export LEC_CHECK = 1
export CORE_UTILIZATION = 50
==> metrics.yaml <==
outcome:
  status: "finished clean"
clock_network:
  cts_resized: 0
  cts_made_buffers: 5
  hold_buffers: 0
  cts-root-buf: "clkbuf_8"
  clock_sink_count: 43
  clkTransAtPathRegs_ps: 80
  clock_path_buffers: 2
  clock_latency_ps: 290
  cts_tree: "built"
  htree_levels: 2
  post_cts_buffers: 0
logic_synthesis:
  synthCells: 188
  ys_seq_share_pct: 52.4
  flop_cell: "dfrtp_1"
  topCellsByArea: "dfrtp_1 51%, mux2_2 6.0%, buf_4 5.8%"
  edf_count: 0
  top_area_cell: "dfrtp_1"
  ys_area_um2: 2050
  yosysTopAreaCellShare_pct: 51.2
  synth.most_common_cell: "dfrtp_1"
  async_flop_share_pct: 100
  synth_area_um2: 2050
  syn_area_per_cell_um2: 10.9
  yosysWarningCount: 5
  top_cells_by_count: "42 x dfrtp_1, 18 x nor2_1, 16 x buf_4, 13 x nand2_1, 11 x mux2_2"
  synth_flops: 43
  yosys_cells: 188
  ys_types: 46
detailed_routing:
  final_antenna_net_count: 0
  first_iter_violations: 71
  drc: 0
  vias: 1327
  drt_wl_total_mm: 3.28
  vias_per_cell: 5.27
  dr.pass1.iters: 4
  diodes: 0
  wire_per_inst_um: 13.0
critical_path:
  cp_max_fo: 10
  start_kind: "flop"
  r2r-start: "init_counter[4]"
  r2r-end: "init_counter[2]"
  cp.arrival_ps: 2120
  reg2reg_slack_ps: 290
  end_kind: "flop"
  max_stage_delay_ps: 560
  crit_chain: "or4_4 -> o41ai_4 -> o2bb2ai_2 -> nor3_2"
  critical_path_class: "flop to flop"
  r2r_cells: 4
  slowest_stage: "or4_4"
  required_ps: 2410
final_timing:
  setup_tns_ps: 0
  min_period_over_period_pct: 86.9
  max-slew-margin-rel_pct: 64.0
  finalSetupViolations: 0
  max_slew.worst_pin.slew_ps: 541
  skew_ps: 7.37
  worst_hold_slack_ps: 467
  fmax_ghz: 0.523
  maxSlewViolCount: 0
  fin_crit_ps: 1910
  grt_setup_unrepaired: "false"
  hold_viol: 0
global_route:
  grt_overflow: 0
  grt_max_degree: 44
  grt_usage_pct: 18.4
  grt_pass1_wl_mm: 5.93
  antenna_found_initial: 0
  grt_pass1_vias: 1331
final_layout:
  fillers: 308
  drive_gt1_share_pct: 14.7
  area_delta_synth_final_pct: 11.9
hold_path:
  hp-start: "fc_done"
  min_path_cells: 1
  min_path_type: "flop to flop"
  whs_endpoint: "fc_done"
floorplanning:
  fp.dieArea_um2: 4370
  dieWidth_um: 66.1
  initCoreUtil_pct: 54.1
  rows: 22
  ios: 49
  core_area_um2: 3800
  die_h_um: 66.1
placed_design:
  routabilityCongestion: 0.800
  dp_hpwl_mm: 2.17
  place.port_buffers: 16
power_and_ir_drop:
  leakage_nw: 1.09
  vdd_ir_drop_max_mv: 0.492
  power.density_nw_per_um2: 786
run:
  warnings: 41
  maxCapViolCount: 0
[worst max-delay path, delay by kind of cell, from the launching register on]
family          cells  cell delay, ps
simple gates        2             770
compound gates      2             600
flops               1             470
[through the flow]
stage | setup WS (ps) | instances | area (µm²) | total power [mW] | utilization (%)
after detailed placement | 282 | 244 | 2180 | 1.20 | 57.4
after global placement | 337 | 244 | 2180 | 1.20 | 57.4
after floorplan | 408 | 203 | 2110 | 1.10 | -
after global routing | 205 | 252 | 2300 | 1.91 | 60.5
after CTS | 269 | 252 | 2300 | 1.83 | 60.5
final | 289 | 252 | 2300 | 1.81 | 60.5
[worst max path at each step]
stage	startpoint	end	slack, ps	depth (start not counted)
after CTS	init_counter[4]	init_counter[2]	270	4
after global routing	init_counter[4]	init_counter[2]	210	4
final	init_counter[4]	init_counter[2]	290	4
[cell type report]
type | count | area (µm²) | share of cell area [%]
Clock buffer | 6 | 82.6 | 3.59
Clock inverter | 2 | 35.0 | 1.52
Inverter | 6 | 22.5 | 0.980
Multi-Input combinational cell | 130 | 853 | 37.1
Sequential cell | 43 | 1080 | 46.9
Tap cell | 48 | 60.1 | 2.61
Timing Repair Buffer | 17 | 168 | 7.29
[flip-flops by register name, summed over array words and instances, names as in the netlist]
signal and flops:
bias_init 1, output_cnt 4, input_cnt 7, state 6, init_counter 12, output_addr 4, fc_done 1, input_addr 7
output_valid 1
[metal layers]
layer	share of wire, %	global-route usage (%)	vias to the layer above	wire, µm
li1	-	-	639	-
met1	50	29.4	646	1640
met2	44	27.9	38	1430
met3	5.3	3.85	4	174
met4	1.1	2.39	0	36
met5	0	0	-	0
[placed cells by master, fill, tap and decap left out, types with 4 or more instances in the layout]
cell             instances
clkbuf_8                 6
clkdlybuf4s50_1         16
conb_1                  16
dfrtp_1                 42
inv_1                    6
mux2_2                  11
nand2_1                 13
nand2b_1                 4
nand3_1                  4
nand4_1                  5
nor2_1                  18
o21ai_0                  7
xnor2_1                  7
xor2_1                   6
[kinds of logic after synthesis]
logic type / synth area share (%)
flops: 52.4
mux: 7.00
buf+inv: 8.77
fa+ha+maj: 1.22
xor+xnor: 5.54
other cells: 0.183
compound gates: 8.04
simple gates: 16.8
[where the power goes]
part	switching (mW)	internal [mW]
Clock	0.257	0.367
Sequential	0.0890	0.876
Combinational	0.0609	0.157
Power figures rest on the tool's default switching activity, not on a simulated workload.
